File: ./design.v
`timescale 1ns / 1ps
module Seven_Seg(
    input clk,   
    input [31:0] data,    
    output reg [7:0] anode,  
    output dp,   
    output reg [6:0] cathode  
    );
    reg [7:0] enable;    
    reg [3:0] data_disp;  
    reg [16:0] count_fast = 17'b0;   
    reg seven_seg_enable = 1'b0;     
     initial begin
        anode = 8'hFF;   
        cathode = 7'b1111111;     
        enable = 8'b00000001;    
     end
     assign dp = 1'b0;   
     always @(posedge clk) begin
         count_fast <= count_fast+1;     
         if(count_fast == 17'h1869F) begin   
            seven_seg_enable <= 1'b1;    
            count_fast <= 17'b0;     
         end
         else seven_seg_enable <= 0;     
     end
     always @(posedge clk) begin
         if(seven_seg_enable) begin  
            enable <= (enable == 8'h80)? 8'h01 : (enable << 1);  
            anode <= ~enable;    
         end
     end
      always @ (*) begin                       
        case (anode)     
            8'b11111110 : data_disp = data[3:0];
            8'b11111101 : data_disp = data[7:4];
            8'b11111011 : data_disp = data[11:8];
            8'b11110111 : data_disp = data[15:12];
            8'b11101111 : data_disp = data[19:16];
            8'b11011111 : data_disp = data[23:20];
            8'b10111111 : data_disp = data[27:24];
            8'b01111111 : data_disp = data[31:28];
            default : data_disp = 4'h0;
        endcase 
        case (data_disp)  
            4'h0 : cathode = 7'b1000000; 
            4'h1 : cathode = 7'b1111001;
            4'h2 : cathode = 7'b0100100;
            4'h3 : cathode = 7'b0110000;
            4'h4 : cathode = 7'b0011001;
            4'h5 : cathode = 7'b0010010;
            4'h6 : cathode = 7'b0000010;
            4'h7 : cathode = 7'b1111000;
            4'h8 : cathode = 7'b0000000;
            4'h9 : cathode = 7'b0010000;
            4'hA : cathode = 7'b0001000;
            4'hB : cathode = 7'b0000011;
            4'hC : cathode = 7'b1000110;
            4'hD : cathode = 7'b0100001;
            4'hE : cathode = 7'b0000110;
            4'hF : cathode = 7'b0001110;
         endcase
    end 
endmodule
File: ./config.mk
export PLATFORM = sky130hd
export DESIGN_NAME = Seven_Seg
export DESIGN_NICKNAME = Seven_Seg
export VERILOG_FILES = /design/flow/design.v
export SDC_FILE = /design/flow/constraint.sdc
export NUM_CORES = 4
export LEC_CHECK = 1
export CORE_UTILIZATION = 30
File: ./run.sh
#!/bin/bash
# OpenROAD 26Q1-2900-gdf79404cd8, Yosys 0.63+post, stock flow scripts
make -C /OpenROAD-flow-scripts/flow DESIGN_CONFIG=/design/flow/config.mk WORK_HOME=/design/flow/orfs finish
File: ./constraint.sdc
current_design Seven_Seg

set clk_period 3.7
set clk_io_pct 0.2

create_clock -name clk0 -period $clk_period [get_ports {clk}]

set non_clock_inputs [all_inputs -no_clocks]
set_input_delay [expr $clk_period * $clk_io_pct] -clock clk0 $non_clock_inputs
set_output_delay [expr $clk_period * $clk_io_pct] -clock clk0 [all_outputs]
==> flow_summary_export.csv <==
group,metric,value,unit
outcome,status,"finished, final reports clean",
logic_synthesis,fa_ha_area_frac,0.04425,
power,power.density,273.9,nW/um^2
critical_path,r2r-start,"count_fast[6]$_SDFF_PP0_",
logic_synthesis,flop_cell,"dfxtp_1",
routing,vias,1582,
layout,area_growth,39.95,%
global_routing,grt_max_degree,17,
placement,numPortBuffers,47,
logic_synthesis,ys_types,40,
sta,fmax,274.8,MHz
logic_synthesis,area_leaders,"edfxtp_1 24%, dfxtp_1 18%, nand3b_1 8.3%",
sta,finalHoldViolCount,0,
global_routing,grt_first_pass_wirelength,6975,microns
critical_path,worstSetupPathType,"in -> out",
logic_synthesis,syn-instance-count,200,
sta,skew,0.007462,ns
layout,fin_util,0.4363,
routing,vias_per_cell,4.809,
logic_synthesis,ys_sh_aoi,0.1252,
critical_path,critPathMaxFanout,5,
sta,slew_headroom,0.4452,
layout,drive_gt1_frac,0.1548,
clocking,cts.sinks,34,
layout,final_cells,329,
placement,place_congestion,0.8219,
routing,ant_nets,0,
logic_synthesis,ys_top_cells_by_count,"22 x nand3b_1, 18 x dfxtp_1, 16 x edfxtp_1",
critical_path,r2r_slack,1.77,ns
logic_synthesis,yosysMostFrequentCell,"nand3b_1",
min_path,hold_class,"reg -> reg",
clocking,clock_latency,0.29,ns
power,p_sw,0.0001396,W
clocking,cts_tree,"done",
die,die_y,83.23,microns
routing,drt-initial-drc-count,40,
routing,drc,0,
logic_synthesis,synth-edff-count,16,
power,power_frac_comb,0.045,
critical_path,arrival,2.90,ns
logic_synthesis,ys_ff,34,
run,warnings,30,
min_path,min_delay_worst_endpoint,"enable[1]$_SDFFCE_PP0P_",
critical_path,start_kind,"input port",
logic_synthesis,ys_sh_xor,0.06637,
global_routing,antenna_found_initial,0,
critical_path,reg2reg_depth,3,
logic_synthesis,yosys.area.top_type,"edfxtp_1",
run,cap_violations,0,
logic_synthesis,logic_family,"simple AND/OR/NAND/NOR gates",
logic_synthesis,syn_area,1979,sq um
logic_synthesis,simple_gate_share,0.2402,
placement,dp_cells,318,
die,dieArea,6927,sq um
sta,fin_crit_sh,0.9837,
die,core_area,6350,sq um
clocking,clkTransAtPathRegs,0.07,ns
power,p_leak,1.018,nW
global_routing,grt_usage,0.1252,
logic_synthesis,ys_cells,200,
critical_path,r2r_end,"count_fast[3]$_SDFF_PP0_",
sta,tightest_slew,0.8253,ns
die,ioPinCount,49,
clocking,cts-htree-levels,2,
power,total_power,0.0007588,W
routing,antenna_cells,0,
clocking,cts_root_buf,"clkbuf_8",
layout,nFillCells,602,
logic_synthesis,avgSynthCellArea,9.897,sq um
routing,wl_per_cell,12.73,microns
power,ir_worst_vdd,0.3581,mV
sta,final.min_clock_period,3.640,ns
die,fp_util,0.3117,
min_path,holdPathStages,0,
logic_synthesis,ys_area,1979,sq um
power,p_clk_frac,0.441,
critical_path,critPathRequiredTime,2.96,ns
power,p_sw_frac,0.1840,
logic_synthesis,yosysWarnings,1,
logic_synthesis,synthMuxAreaShare,0.03540,
clocking,clk_path_buf_depth,2,
sta,setup_viol,0,
placement,hpwlAfterDp,3064,microns
critical_path,end_kind,"output pin",
global_routing,grt_overflow,0,
routing,drt-pass1-iter-count,4,
logic_synthesis,postSynthSeqShare,0.4248,
clocking,cts_buffers,5,
sta,slew_violations,0,
global_routing,grt_pass1_vias,1475,
logic_synthesis,yosysTopAreaCellShare,0.2427,
die,num_rows,29,
min_path,hp-start,"enable[0]$_DFFE_PP_",
logic_synthesis,async_reset_ff_frac,0,
power,intPower,0.0006192,W
power,seqPwrFrac,0.514,
die,die_w,83.23,microns
routing,drt-total-wl,4189,microns
how the worst max path moves through the flow:
stage                     from    endpoint  cells past startpoint
final                 data[24]  cathode[4]                      9
after global routing  data[28]  cathode[0]                      7
after CTS             data[16]  cathode[2]                     10
worst max-delay path, cell delays in order:
cell and delay [ns]:
clkdlybuf4s50_1 0.40, a22o_1 0.23, a2111oi_4 0.51, inv_2 0.13, ha_4 0.20, inv_2 0.06
mux2i_1 0.06, a21o_1 0.17, clkdlybuf4s50_1 0.39
placed cells by master (no fill, tap or decap), drive strengths merged, types with 2 or more instances in the layout:
| master | count |
|---|---|
| a2111oi | 3 |
| a211oi | 12 |
| a22o | 4 |
| and3 | 3 |
| buf | 12 |
| clkbuf | 5 |
| clkdlybuf4s50 | 46 |
| clkinvlp | 2 |
| dfxtp | 18 |
| edfxtp | 16 |
| ha | 7 |
| inv | 13 |
| mux2i | 7 |
| nand2 | 11 |
| nand3 | 10 |
| nand3b | 22 |
| nand4 | 4 |
| nor2 | 12 |
| nor2b | 5 |
| nor3 | 3 |
| nor3b | 3 |
| nor4 | 3 |
| o22ai | 2 |
| xnor2 | 11 |
| xor2 | 4 |
cell families (layout without fill, tap and decap cells):
kind of cell | Yosys count | in the layout
simple gates | 80 | 80
flops | 34 | 34
compound gates | 28 | 28
buf+inv | 28 | 80
xor+xnor | 15 | 15
fa+ha+maj | 7 | 7
mux | 7 | 7
other cells | 1 | 1
routing by layer:
layer / track usage / part of all wire / vias up
li1: - / - / 820
met5: 0 / 0 / -
met3: 0.02624 / 0.063 / 6
met2: 0.1811 / 0.40 / 52
met4: 0.01097 / 0.0079 / 0
met1: 0.2063 / 0.52 / 704
sequential cells by signal, indices dropped and copies added, names as in the netlist:
signal            cells
anode                 8
count_fast           17
enable                8
seven_seg_enable      1
power groups by stage:
stage	logic, W	registers, W	clock network, W
5_1_grt	0.0000367	0.000390	0.000355
4_1_cts	0.0000348	0.000390	0.000340
6_report	0.0000345	0.000390	0.000335
repair_timing:
action,4_1_cts,5_1_grt
hold endpoints to repair,0,0
hold buffers,0,0
resized,5,13
setup buffers,1,3
endpoints found under the setup margin,4,6
pin swaps,0,7
cell type report:
cell class	count	area, sq um	share of cell area
clock inverter	3	45.04	0.01626
inverter	13	48.80	0.01762
tap	77	96.34	0.03478
sequential	34	840.8	0.3035
clock buffer	5	68.82	0.02484
timing repair buffer	59	571.8	0.2064
multi-input combinational	138	1099	0.3966
per-stage QoR:
step,worst slack [ns],hold slack [ns],TNS [ns],cell area [sq um]
global route,-0.04328,0.4661,-0.1114,2770
finish,0.06048,0.4521,0,2770
floorplan,0.6907,0.4261,0,1979
global placement,-0.04530,0.4414,-0.1144,2552
CTS,0.00009059,0.4512,0,2690
detailed placement,-0.01220,0.4349,-0.02330,2552
Power and IR drop assume default switching activity.
