==> flow/run.sh <==
#!/bin/bash
# OpenROAD 26Q1-2900-gdf79404cd8, Yosys 0.63+post, stock flow scripts
make -C /OpenROAD-flow-scripts/flow DESIGN_CONFIG=/design/flow/config.mk WORK_HOME=/design/flow/orfs finish
==> flow/config.mk <==
export PLATFORM = sky130hd
export DESIGN_NAME = MCycle
export DESIGN_NICKNAME = MCycle
export VERILOG_FILES = /design/flow/design.v
export SDC_FILE = /design/flow/constraint.sdc
export NUM_CORES = 4
export LEC_CHECK = 1
export CORE_UTILIZATION = 50
==> flow/constraint.sdc <==
current_design MCycle

set clk_period 18.5
set clk_io_pct 0.2

create_clock -name clk0 -period $clk_period [get_ports {CLK}]

set non_clock_inputs [all_inputs -no_clocks]
set_input_delay [expr $clk_period * $clk_io_pct] -clock clk0 $non_clock_inputs
set_output_delay [expr $clk_period * $clk_io_pct] -clock clk0 [all_outputs]
==> flow/design.v <==
`timescale 1ns / 1ps
module MCycle
    #(parameter width = 32)  
    (
        input CLK,
        input RESET,  
        input Start,  
        input [1:0] MCycleOp,  
        input [width-1:0] Operand1,  
        input [width-1:0] Operand2,  
        output reg [width-1:0] Result1,  
        output reg [width-1:0] Result2,  
        output reg Busy  
    );
    parameter IDLE = 1'b0 ;   
    parameter COMPUTING = 1'b1 ;  
    reg state = IDLE ;
    reg n_state = IDLE ;
    reg done ;
    reg [7:0] count = 0 ;  
    reg [2*width-1:0] temp_sum = 0 ;
    reg [2*width-1:0] shifted_op1 = 0 ;
    reg [2*width-1:0] shifted_op2 = 0 ;     
   reg Div_signed = 0;
   reg Neg_Op1 = 0;
   reg Neg_Op2 = 0;
  wire [2*width-1 : 0] operand1_1 = { shifted_op1[2*width-2 : 0], 1'b0 };       
  wire [2*width-1 : 0] operand1_2 = { shifted_op1[2*width-3 : 0], 2'b00 };      
  wire [2*width-1 : 0] operand2_1 = { 1'b0, shifted_op2[2*width-1 : 1] };       
  wire [2*width-1 : 0] operand2_2 = { 2'b00, shifted_op2[2*width-1 : 2] };     
  wire [2*width-1 : 0] next_value = shifted_op2[0] ? shifted_op1 : shifted_op2[1] ? operand1_1 : 0;
  wire [2*width-1 : 0] update_sum = temp_sum + next_value;
  wire [2*width-1 : 0] next_operand1 = shifted_op2[0] ? operand1_1 : 
                                       shifted_op2 == 0? shifted_op1 :
                                       operand1_2;
  wire [2*width-1 : 0] next_operand2 = shifted_op2[0] ? operand2_1 : 
                                       shifted_op2 == 0? shifted_op2 :
                                       operand2_2;
    always@( state, done, Start, RESET ) begin : IDLE_PROCESS  
        Busy <= 1'b0 ;
        n_state <= IDLE ;
        if(~RESET)
            case(state)
                IDLE: begin
                    if(Start) begin  
                        n_state <= COMPUTING ;
                        Busy <= 1'b1 ;
                    end
                end
                COMPUTING: begin
                    if(~done) begin
                        n_state <= COMPUTING ;
                        Busy <= 1'b1 ;
                    end
                end        
            endcase    
    end
    always@( posedge CLK ) begin : STATE_UPDATE_PROCESS  
        state <= n_state ;    
    end
    always@( posedge CLK ) begin : COMPUTING_PROCESS  
        done <= 1'b0 ; 
        if( RESET | (n_state == COMPUTING & state == IDLE) ) begin  
            count = 0 ;
            temp_sum = 0 ;
            if (MCycleOp == 2'b11) begin
                shifted_op1 = { {width{1'b0}}, Operand1 };           
                shifted_op2 = { Operand2, {width{1'b0}} };           
            end
            else begin
            shifted_op1 = { {width{~MCycleOp[0] & Operand1[width-1]}}, Operand1 } ;  
            shifted_op2 = { {width{~MCycleOp[0] & Operand2[width-1]}}, Operand2 } ; 
            end
        end 
        else if ( ~MCycleOp[0] & !Div_signed ) begin                        
            if (MCycleOp[1] == 0) begin
                if (shifted_op1[width-1] == 1) begin 
                    Neg_Op1 = 1;
                    shifted_op1 = ~(shifted_op1 - 1);                               
                    Div_signed = 1;
                end
                if (shifted_op2[width-1] == 1) begin 
                    Neg_Op2 = 1;
                    shifted_op2 = ~(shifted_op2 - 1);                               
                    Div_signed = 1;
                end
            end    
            else begin
                if (shifted_op1[width-1] == 1) begin                            
                    Neg_Op1 = 1;
                    shifted_op1 = shifted_op1 - 1;                               
                    shifted_op1 = { {width{1'b0}}, ~shifted_op1[width-1:0] };    
                    Div_signed = 1;
                end
                if (shifted_op2[width-1] == 1) begin                            
                    Neg_Op2 = 1;
                    shifted_op2 = shifted_op2 - 1;                              
                    shifted_op2 = { ~shifted_op2[width-1:0], {width{1'b0}} };   
                    Div_signed = 1;
                end
                else begin 
                    shifted_op2 = { Operand2, {width{1'b0}} };                  
                end      
            end        
        end
        else if( ~MCycleOp[1] ) begin  
            shifted_op1 <= next_operand1;
            shifted_op2 <= next_operand2;
            temp_sum <= update_sum;
            done <= !(next_operand1 && next_operand2);
            if (!done) begin
                Div_signed <= Div_signed;
                Neg_Op1 <= Neg_Op1;
                Neg_Op2 <= Neg_Op2;
            end
            else begin
                Div_signed <= 0;
                Neg_Op1 <= 0;
                Neg_Op2 <= 0;
            end
        end
        else if (MCycleOp[0] | Div_signed) begin
            if (shifted_op1 < shifted_op2) begin                          
                temp_sum[2*width-1 : width] = shifted_op1[width-1 : 0];    
                temp_sum[width-1 : 0] = {temp_sum[width-2 : 0], 1'b0};     
            end
            else begin                                                    
                shifted_op1 = shifted_op1 - shifted_op2;                   
                temp_sum[2*width-1: width] = shifted_op1[width-1 : 0];     
                temp_sum[width-1 : 0] = {temp_sum[width-2 : 0], 1'b1};     
            end
            if (count == width) begin        
                done <= 1'b1;
                Neg_Op1 <= 0;
                Neg_Op2 <= 0;
                Div_signed <= 0;
            end
            else begin
                count = count + 1;
                shifted_op2 = { 1'b0, shifted_op2[2*width-1 : 1] };      
            end
        end
    end
    always @ (*) begin
            if (Neg_Op1 != Neg_Op2) begin
                Result2 = ~temp_sum[2*width-1 : width] + 1;
                Result1 = ~temp_sum[width-1 : 0] + 1 ;
            end
            else begin
                Result2 = temp_sum[2*width-1 : width] ;
                Result1 = temp_sum[width-1 : 0] ;
            end   
    end
endmodule
==> CHANGELOG.md <==
### Metrics

* Status: complete, no violations
* Worst setup SP type: input pin
* VDD IR-drop max at a little over 0.07 mV
* Slowest stage delay, CP at 0.51 ns
* Routed wl met3 at 14000 um
* CP delay by family, top: buffers and inverters
* Setup violators final at 0
* Synthesis-to-finish area growth at 10.3%
* Post-synth ARST share at 0
* Starting DRT DRC Count at about 3.3k
* Worst Clk Skew at 0.0372 ns
* DRT Pass-1 Iters at 9
* Post-CTS setup buffer count at 0
* Power Density at about 120 nW/um2
* Fin. Hold Viols at 0
* Dominant flop cell: edfxtp_1
* WL met2 at 42900 um
* R2R Setup Slk at ~13 ns
* Synth warn at 1
* R2r endpoint: shifted_op1[63]
* Crit path DRT at about 15 ns
* Place WS at 9.73 ns
* CP max FO at 3
* M1 wire length at about 41000 um
* Critical path, cell by cell: clkdlybuf4s50_1 -> nor2_1 -> a211oi_1 -> clkdlybuf4s50_1
* Synth Instances at 3356
* IO Port Bufs at between 100 and 150
* Clock Tree Buf Depth at 3
* Worst Path Arrival at roughly 5.1 ns
* Area reported by Yosys stat at about 24000 um2
* Num rows at about 80
* CTS tree: done
* Core area at a little under 50000 um2
* R2r worst-path depth at 13
* Routed length per placed instance at roughly 26 um
* Largest net degree at the start of global routing at 163
* CTS resizes at 0
* Reg-to-reg startpoint: shifted_op2[1]
* Global route overflow at 0
* Initial antenna violation count at 6
* Vias in the first global route at between 20k and 25k
* Post-route ant nets at 0
* Final Max Slew Viols at 0
* Die Size at around 50000 um2
* Via count at between 20k and 30k
* # IOs at approximately 130
* Hold Path Depth at 1
* Number of CTS-inserted buffers at 27
* Layout fillers at about 4.4k
* Share of cells above drive strength 1 at 0.0455
* PnR Total Power at 3.11 mW
* Critical-path top delay cell: clkdlybuf4s50_1
* Commonest Layout Cell: nand2_1
* Element type at the critical path end: output port
* Worst min-delay path startpoint: state
* Hold-fix buffers at CTS at 0
* Sink Count at between 200 and 250
* Die Y at 223 um
* Root Buffer Master: clkbuf_16
* FP Util at 0.509
* CP startpoint: Start
* Yosys stat cell total at ~3.4k
* Hold Path Class: reg2reg
* Area of the mapped netlist at 24500 um2
* Final Cycle Share at 0.475
* Critical path class: in2out
* Worst-margin pin slew at roughly 1.3 ns
* Final hold slack at approximately 0.50 ns
* Worst-path clk slew at around 0.060 ns
* WL final at 105000 um
* Synth flops at 205
* Hold worst-path end: state
* Logic area at around 18000 um2
* Top Layout Cells: nand2_1 (467), o21ai_0 (329), a21oi_1 (283)
* GRT Overall Usage at 0.424
* Tmin final at roughly 9 ns
* Die width at around 220 um
* Highest Signal Layer: met5
* Rel. slew slack at 0.140
* First-pass GRT wire length at between 150000 and 200000 um
* DR vias/cell at 6.87
* Number of enable flip-flop cells at 131
* MaxCap Viol Count at 0
* Latency at later pin at between 0.6 and 0.7 ns
* Count of cell types in the netlist at between 80 and 90
* Buf/Inv on CP at 2
* Max Fclk at ~110 MHz
* RSZ-0062 raised after global routing: no
* Leak at approximately 11 nW
* Placed wire-length estimate at about 78000 um
* Syn avg cell area at about 7.3 um2
* Setup TNS at 0 ns
* Residual DRC at 0
* OpenROAD warning count at 32
* H-tree levels at 1
* RePlAce Congestion at 1.09
* Fin worst setup slack at 9.72 ns
* Seq share, synth at 0.221
* CP most frequent cell: clkdlybuf4s50_1
* Register area at about 5400 um2
## state kept, by name (all words and copies together) (netlist names)
register     cells
shifted_op1     64
shifted_op2     64
temp_sum        64
count            8
Div_signed       1
Neg_Op1          1
Neg_Op2          1
done             1
state            1
## cell type report
type / count / share of cell area
clock buffer: 38 / 0.0283
antenna: 7 / 0.000649
tap: 615 / 0.0285
inverter: 117 / 0.0163
timing repair buffer: 188 / 0.0650
clock inverter: 12 / 0.00366
sequential: 205 / 0.201
multi-input combinational: 2777 / 0.657
## stage by stage
step | utilization | cells | area (um2)
after floorplan | - | 3356 | 24500
after global placement | 0.543 | 3902 | 26100
after detailed placement | 0.543 | 3902 | 26100
after CTS | 0.561 | 3952 | 27000
after global routing | 0.561 | 3952 | 27000
final | 0.562 | 3959 | 27000
## Yosys cell counts, types with 19 or more instances
master | number | area, um2
o221ai_1 | 21 | 184
a22oi_1 | 70 | 526
a21oi_1 | 286 | 1430
xor2_1 | 107 | 937
xnor2_1 | 116 | 1020
edfxtp_1 | 131 | 3930
a31oi_1 | 22 | 138
a22o_1 | 19 | 166
nand2_1 | 469 | 1760
or3_1 | 28 | 175
dfxtp_1 | 74 | 1480
o21bai_1 | 25 | 188
nor3_1 | 72 | 360
nor4_1 | 50 | 313
o21ai_0 | 329 | 1650
o21a_1 | 33 | 248
mux2i_1 | 102 | 1020
a21o_1 | 85 | 638
nand4_1 | 57 | 357
buf_1 | 30 | 113
and3_1 | 25 | 156
a221o_1 | 24 | 240
nor2_1 | 249 | 935
o31ai_1 | 29 | 218
o211ai_1 | 39 | 293
a211oi_1 | 25 | 188
a221oi_1 | 38 | 333
nand3_1 | 67 | 335
ha_1 | 136 | 1700
clkbuf_1 | 206 | 773
inv_1 | 115 | 432
## worst max-delay path by stage
stage / endpoint / slack [ns] / cells after the start
after CTS: Busy / 9.71 / 4
after global routing: Busy / 9.61 / 4
final: Busy / 9.72 / 4
## per-layer routing
metal / vias to the layer above / track usage
li1: 12400 / -
met1: 12600 / 0.575
met2: 1738 / 0.594
met3: 372 / 0.178
met4: 11 / 0.183
met5: - / 0.0391
## cells by family (layout without fill, tap and decap cells)
| group | Yosys count | in the layout | synth area share |
|---|---|---|---|
| compound gates | 1168 | 1168 | 0.307 |
| simple gates | 1142 | 1142 | 0.218 |
| buf+inv | 374 | 355 | 0.0592 |
| xor+xnor | 223 | 223 | 0.0798 |
| flops | 205 | 205 | 0.221 |
| fa+ha+maj | 138 | 138 | 0.0712 |
| mux | 106 | 106 | 0.0436 |
| other cells | 0 | 7 | 0 |
## where the power goes
group          total (mW)  internal [mW]  switching (mW)  leakage [nW]
clock               0.538          0.302           0.236         0.436
sequential          0.797          0.583           0.214          2.05
combinational        1.78          0.674            1.10          8.41
Power is estimated from default activity; no workload was simulated.
